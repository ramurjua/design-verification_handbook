File: run.sh
#!/bin/bash
# OpenROAD 26Q1-2900-gdf79404cd8, Yosys 0.63+post, stock flow scripts
make -C /OpenROAD-flow-scripts/flow DESIGN_CONFIG=/design/flow/config.mk WORK_HOME=/design/flow/orfs finish
File: config.mk
export PLATFORM = sky130hd
export DESIGN_NAME = spi_master
export DESIGN_NICKNAME = spi_master
export VERILOG_FILES = /design/flow/design.v
export SDC_FILE = /design/flow/constraint.sdc
export NUM_CORES = 4
export LEC_CHECK = 1
export CORE_UTILIZATION = 30
File: constraint.sdc
current_design spi_master

set clk_period 10.2
set clk_io_pct 0.2

create_clock -name clk0 -period $clk_period [get_ports {clk}]

set non_clock_inputs [all_inputs -no_clocks]
set_input_delay [expr $clk_period * $clk_io_pct] -clock clk0 $non_clock_inputs
set_output_delay [expr $clk_period * $clk_io_pct] -clock clk0 [all_outputs]
File: design.v
module spi_master #(
	parameter p_prescaler = 25,  
	parameter p_cpol = 0,	 
	parameter p_max_data_buffer = 64,  
	parameter pw_data_index = 6  
)(
	input clk,
	input rst,
	input [p_max_data_buffer-1:0] ip_data,  
	input [pw_data_index-1:0] ip_data_count,  
	input i_data_valid,  
	output reg [ p_max_data_buffer-1:0] orp_data,  
	output o_data_ready,  
	output reg or_mosi,  
	input i_miso,  
	output o_sck  
	);
	localparam pw_prescaler = $clog2(p_prescaler);  
	localparam st_idle = 3'd0;
	localparam st_data_w = 3'd1;
	localparam st_data_r = 3'd2;
	reg [pw_data_index-1:0] rp_data_index;  
	reg [p_max_data_buffer-1:0] rp_data_in_hold;  
	reg [p_max_data_buffer-1:0] rp_data_out_hold;  
	reg [2:0] r3_state;  
	reg [pw_prescaler-1:0] rp_half_period_counter;  
	reg [pw_data_index:0] rp_data_count;  
	reg r_sck;  
	assign o_sck = (!p_cpol)? r_sck: ~r_sck;
	assign o_data_ready = ((r3_state == st_idle) && (i_data_valid == 1'b0))? 1'b1: 1'b0;
	always @( posedge clk)
		if(rst) begin
			or_mosi <= 1'b0;
			r_sck <= 1'b0;
			r3_state <= st_idle;
			rp_data_out_hold <= 0;
			rp_data_in_hold <= 0;
			rp_data_count = 0;
		end
		else
			case (r3_state)
				st_idle: begin
					if (i_data_valid) r3_state <= st_data_w;
					else r3_state <= st_idle;
					or_mosi <= 1'b0;
					r_sck <= 1'b0;
					rp_data_out_hold <= ip_data;
					rp_data_index <= 0;
					orp_data <= rp_data_in_hold;
					rp_data_count <= ip_data_count-1;
          rp_half_period_counter <= 0;
				end
				st_data_w: begin
					or_mosi <= rp_data_out_hold[ip_data_count-rp_data_index-1];
					r_sck <= 1'b0;
          if(rp_half_period_counter <= (p_prescaler >> 1)) begin 
            rp_half_period_counter <= rp_half_period_counter + 1;
            r3_state <= st_data_w;
          end
          else begin
            rp_half_period_counter <= 0;
            r3_state <= st_data_r;
          end
				end
				st_data_r: begin
					rp_data_in_hold[ip_data_count-rp_data_index-1] <= i_miso;
					r_sck <= 1'b1;
					rp_data_index <= (rp_half_period_counter == 0) ? rp_data_index + 1 : rp_data_index;
          if(rp_half_period_counter <= (p_prescaler >> 1)) begin 
            rp_half_period_counter <= rp_half_period_counter + 1;
            r3_state <= st_data_r;
          end
          else begin
            rp_half_period_counter <= 0;
            r3_state <= (rp_data_index > rp_data_count) ? st_idle : st_data_w;
          end
				end
			endcase
endmodule
==> impl_metrics.csv <==
group,metric,value,unit
clock_tree,clockBufferDepth,3,
routing,dr.pass1.iters,5,
placement,portBuffers,140,
critical_path,end_kind,"register",
global_route,grt_pass1_wl,41.5,mm
clock_tree,clockRootBuffer,"clkbuf_16",
floorplan,die_y,185,um
sta,slew_violations,0,
clock_tree,h-tree-depth,1,
clock_tree,clock_latency,540,ps
sta,fmax,130,MHz
cells_and_area,area_growth,26.1,%
global_route,grt_remaining_overflow,0,
floorplan,core-area,0.0327,mm2
critical_path,r2r_setup_slack,4090,ps
clock_tree,path_clk_slew,60,ps
yosys,netlist_instances,938,
routing,vias,7717,
sta,rsz0062_at_grt,"false",
critical_path,critPathArrivalTime,8180,ps
routing,drc,0,
floorplan,initial_core_util,30.7,%
sta,finClkSkew,16.2,ps
global_route,grt_pass1_vias,7596,
hold_path,min-delay-start,"rp_data_in_hold[16]$_SDFFE_PP0P_",
clock_tree,cts_setup_buffers,0,
yosys,synth_warnings,1,
routing,antenna_left,0,
sta,setup_viol_count_final,0,
routing,routed_wl,25.9,mm
global_route,grt_max_degree,66,
critical_path,required,10670,ps
routing,drt_iter0_markers,544,
clock_tree,cts-buffers-inserted,25,
critical_path,worstRegToRegCells,17,
status,outcome,"finished, final reports clean",
power_and_ir_drop,power.density,177,mW/mm2
global_route,antenna_found_initial,0,
yosys,ys.flops,215,
routing,wl_per_cell,17.1,um
placement,dp_hpwl,17.6,mm
critical_path,cp_max_fo,13,
floorplan,num_io_pins,141,
floorplan,chip_area,0.0342,mm2
clock_tree,cts.sinks,215,
sta,setup_tns,0,ps
hold_path,min_to,"orp_data[16]$_DFFE_PP_",
routing,insertedDiodeCount,0,
yosys,synth_cell_types,75,
hold_path,holdPathStages,0,
placement,dpl_cell_area,0.0118,mm2
clock_tree,post_cts_resized,0,
critical_path,reg2reg_to,"rp_data_in_hold[20]$_SDFFE_PP0P_",
yosys,yosysSeqAreaShare,50.4,%
yosys,synthArstFlopShare,0,%
yosys,ys_cells,938,
hold_path,hp-class,"reg -> reg",
cells_and_area,final.fill_count,3186,
critical_path,timing.rr.start,"rp_data_index[0]$_SDFFCE_PN0P_",
sta,whs,432,ps
yosys,synth_area,0.0100,mm2
sta,layout_min_cycle_time,7720,ps
run,max-cap-violations,0,
sta,finalHoldViolCount,0,
power_and_ir_drop,leakagePower,4.66,nW
yosys,synthFlopType,"dfxtp_1",
sta,finalCritPeriodShare,75.6,%
power_and_ir_drop,peakVddDrop,0.000119,V
critical_path,crit_type,"in -> reg",
global_route,grtUsageTotal,16.0,%
floorplan,die_w,185,um
sta,tightest_slew,935,ps
sta,maxSlewHeadroom,37.1,%
placement,gp_congestion,0.919,
clock_tree,cts_tree,"done",
routing,viasPerCell,5.08,
yosys,synth.avg_cell_area,10.7,um2
run,warning_count,28,
yosys,edf_count,75,
cells_and_area,fin_area,0.0127,mm2
yosys,yosys_area,0.0100,mm2
critical_path,worstSetupStartpointType,"input pin",
cells_and_area,drive_gt1_share,9.19,%
clock_tree,ctsHoldBuffers,0,
floorplan,num_rows,66,
routing by layer:
layer / up-vias / routed length [um] / track usage (%) / part of all wire (%)
li1: 3778 / - / - / -
met4: 0 / 692 / 4.23 / 2.7
met1: 3558 / 11500 / 23.1 / 45
met3: 50 / 2590 / 5.51 / 10
met5: - / 0 / 0 / 0
met2: 331 / 11100 / 23.3 / 43
layout make-up:
cell class | count | area [um2] | share of cell area [%]
sequential | 215 | 5060 | 40.0
multi-input combinational | 630 | 4570 | 36.1
tap | 442 | 553 | 4.37
clock buffer | 30 | 654 | 5.17
inverter | 29 | 109 | 0.860
clock inverter | 16 | 183 | 1.44
timing repair buffer | 157 | 1520 | 12.0
sequential cells by signal, indices dropped and copies added, names as in the netlist:
| name | flops |
|---|---|
| rp_data_index | 6 |
| or_mosi | 1 |
| rp_data_out_hold | 64 |
| orp_data | 64 |
| r_sck | 1 |
| r3_state | 3 |
| rp_data_count | 7 |
| rp_half_period_counter | 5 |
| rp_data_in_hold | 64 |
stage by stage:
step | power [mW] | cells | worst slack (ps) | utilization (%)
after floorplan | 1.24 | 938 | 3630 | -
after global placement | 1.36 | 1473 | 2210 | 36.1
after detailed placement | 1.36 | 1473 | 2130 | 36.1
after CTS | 2.27 | 1519 | 2590 | 38.7
after global routing | 2.34 | 1519 | 1900 | 38.7
final | 2.24 | 1519 | 2480 | 38.7
Yosys cell counts, drive strengths merged (12+ instances only):
master / n / area share (%)
edfxtp: 75 / 22
o21ai: 21 / 1.0
mux4: 18 / 4.0
xnor2: 12 / 1.1
nor2: 101 / 3.8
buf: 24 / 1.5
dfxtp: 140 / 28
ha: 27 / 3.4
nand2: 22 / 0.85
mux2i: 68 / 6.8
nor3: 14 / 0.70
nand3: 45 / 2.2
clkbuf: 40 / 1.5
nand4: 48 / 3.0
inv: 29 / 1.1
a21oi: 84 / 4.3
o31ai: 52 / 3.9
layout by cell type, fill, tap and decap left out, drive strengths merged, types with 9 or more instances in the layout:
cell / instances
edfxtp: 75
clkinv: 9
o21ai: 21
dfxtp: 140
nand3: 45
o31ai: 52
inv: 32
buf: 19
nor2b: 9
nand4: 48
ha: 27
xnor2: 12
mux2i: 68
mux4: 18
clkdlybuf4s50: 138
a21oi: 84
nor2: 101
nor3: 14
a211oi: 9
clkbuf: 30
nand2: 22
power by group:
| group | internal, mW | total (mW) | switching [mW] |
|---|---|---|---|
| clock network | 0.539 | 0.902 | 0.363 |
| registers | 0.924 | 0.941 | 0.0179 |
| logic | 0.169 | 0.401 | 0.232 |
| total | 1.63 | 2.24 | 0.613 |
critical path, stage by stage:
cell             delay (ps)
clkdlybuf4s50_1         500
inv_1                    80
ha_1                    210
inv_1                    70
fa_1                    270
a211oi_2                130
or3b_1                  480
nand2_1                 310
nand3_1                 190
o21ai_1                 730
nand4_1                 220
ha_1                    350
nor4_1                  260
a31oi_1                 160
nor4_1                  790
nand4_1                 600
a21oi_1                 470
nand3_1                 140
a21oi_1                 180
cell families after synthesis:
group	Yosys count	share of synthesized area, %
AND/OR/NAND/NOR	283	14.3
AND-OR/OR-AND	212	14.3
multiplexers	88	11.0
flip-flops	215	50.4
adder cells (fa/ha/maj)	28	3.57
XOR/XNOR	19	2.29
buffers and inverters	93	4.13
worst max-delay path by stage:
stage               startpoint                               end  slack [ps]  depth (start not counted)
CTS           ip_data_count[0]  rp_data_in_hold[20]$_SDFFE_PP0P_        2590                         19
global route  ip_data_count[0]  rp_data_in_hold[17]$_SDFFE_PP0P_        1900                         19
finish        ip_data_count[0]  rp_data_in_hold[20]$_SDFFE_PP0P_        2480                         19
Power and IR drop assume default switching activity.
