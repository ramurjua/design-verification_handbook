**./run.sh**
```bash
#!/bin/bash
# OpenROAD 26Q1-2900-gdf79404cd8, Yosys 0.63+post, stock flow scripts
make -C /OpenROAD-flow-scripts/flow DESIGN_CONFIG=/design/flow/config.mk WORK_HOME=/design/flow/orfs finish
```
**./config.mk**
```make
export PLATFORM = sky130hd
export DESIGN_NAME = clarkpark
export DESIGN_NICKNAME = clarkpark
export VERILOG_FILES = /design/flow/design.v
export SDC_FILE = /design/flow/constraint.sdc
export NUM_CORES = 4
export LEC_CHECK = 1
export CORE_UTILIZATION = 50
```
**./constraint.sdc**
```tcl
current_design clarkpark

set clk_period 28.2
set clk_io_pct 0.2

create_clock -name clk0 -period $clk_period [get_ports {clk}]

set non_clock_inputs [all_inputs -no_clocks]
set_input_delay [expr $clk_period * $clk_io_pct] -clock clk0 $non_clock_inputs
set_output_delay [expr $clk_period * $clk_io_pct] -clock clk0 [all_outputs]
```
**./design.v**
```verilog
module clarkpark # (
  parameter pw_io_width = 16,  
  parameter pw_io_decimal_width = 15,  
  parameter p_2div3 = 21845,  
  parameter p_sqrt3div3 = 18918,  
  parameter p_1div3 = 10922  
)( 
  input clk, 
  input reset, 
  input signed [pw_io_width-1:0] isp_a,  
  input signed [pw_io_width-1:0] isp_b,  
  input signed [pw_io_width-1:0] isp_c,  
  input [pw_io_width-1:0] ip_sine,  
  input [pw_io_width-1:0] ip_cosine,  
  output signed [pw_io_width-1:0] osp_d,  
  output signed [pw_io_width-1:0] osp_q  
);
wire signed [pw_io_width-1:0] wsp_alpha;  
wire signed [pw_io_width-1:0] wsp_beta;  
reg signed [pw_io_width*2-1:0] rsp_alpha_pc;  
reg signed [pw_io_width*2-1:0] rsp_beta_pc;  
always@(posedge clk) begin
  if(reset) begin
    rsp_alpha_pc <= 0;
    rsp_beta_pc <= 0;
  end
  else begin
    rsp_alpha_pc <= ((isp_a * p_2div3) - (p_1div3 * (isp_b + isp_c)));
		rsp_beta_pc  <= p_sqrt3div3 * (isp_b - isp_c);
  end
end
assign wsp_alpha = rsp_alpha_pc >>>(pw_io_decimal_width); 
assign wsp_beta = rsp_beta_pc >>>(pw_io_decimal_width);
reg signed [((2*pw_io_width)-1):0] rsp_alpha_cos;  
reg signed [((2*pw_io_width)-1):0] rsp_alpha_sin;  
reg signed [((2*pw_io_width)-1):0] rsp_beta_cos;  
reg signed [((2*pw_io_width)-1):0] rsp_beta_sin;  
reg signed [pw_io_width*2-1:0] rsp_d_pc;  
reg signed [pw_io_width*2-1:0] rsp_q_pc;  
always @(posedge clk) 
  if (reset) begin 
    rsp_alpha_cos <= 0;
    rsp_alpha_sin <= 0;
    rsp_beta_cos <= 0;
    rsp_beta_sin <= 0;
  end 
  else begin 
    rsp_alpha_cos <= $signed({{pw_io_width{wsp_alpha[pw_io_width-1]}}, wsp_alpha} * {{pw_io_width{ip_cosine[pw_io_width-1]}}, ip_cosine});
    rsp_alpha_sin <= $signed({{pw_io_width{wsp_alpha[pw_io_width-1]}}, wsp_alpha} * {{pw_io_width{ip_sine[pw_io_width-1]}}, ip_sine});
    rsp_beta_cos <= $signed({{pw_io_width{wsp_beta[pw_io_width-1]}}, wsp_beta} * {{pw_io_width{ip_cosine[pw_io_width-1]}}, ip_cosine});
    rsp_beta_sin <= $signed({{pw_io_width{wsp_beta[pw_io_width-1]}}, wsp_beta} * {{pw_io_width{ip_sine[pw_io_width-1]}}, ip_sine});
  end
always@(posedge clk) begin
  if(reset) begin
    rsp_d_pc <= 0;
    rsp_q_pc <= 0;
  end
  else begin
    rsp_d_pc <= $signed(rsp_alpha_cos + rsp_beta_sin);
		rsp_q_pc <= $signed(rsp_beta_cos - rsp_alpha_sin);
  end
end
assign osp_d = rsp_d_pc >>> pw_io_decimal_width;
assign osp_q = rsp_q_pc >>> pw_io_decimal_width;
endmodule
```
==> impl_metrics.json <==
{
  "status": "completed",
  "core_um2": 120400,
  "fp_util_pct": 50.70,
  "log.warning_count": 59,
  "worst_pin_slew_ns": 0.9764,
  "dieArea_um2": 123500,
  "cts_setup_buffers": 0,
  "slew_violations": 0,
  "h-tree-depth": 4,
  "crit_path_max_fanout": 8,
  "critPathCaptureType": "flop",
  "cts-resized-gates": 0,
  "dp.cells": 8203,
  "hold_path_class": "flop to flop",
  "period_minus_slack_ns": 17.76,
  "stdcell_count": 8235,
  "timing.setup.tns_ns": 0,
  "max_freq_mhz": 56.31,
  "gp_congestion": 0.9157,
  "cp.depth": 43,
  "ctsHoldBuffers": 0,
  "wl_per_cell_um": 16.00,
  "synth_cells": 6640,
  "cp_num_buf_inv": 8,
  "place.detailed.hpwl_mm": 106.5,
  "hp-start": "rsp_alpha_cos[30]",
  "drv_cap": 0,
  "hold_viol_final": 0,
  "crit_type": "input port to flop",
  "setup_viol": 0,
  "clock_sinks": 188,
  "crit_required_ns": 28.67,
  "finalWorstSetupSlack_ns": 10.44,
  "overflow": 0,
  "crit_path_top_delay_cell": "xor2_1",
  "post-place-ws_ns": 9.843,
  "std_cell_rows": 127,
  "grt_start_max_net_pins": 56,
  "drc": 0,
  "clk_pin_slew_ns": 0.08,
  "timing.rr.end": "rsp_alpha_sin[30]",
  "ys_seq_share_pct": 6.163,
  "antenna_left": 0,
  "cts-root-buf": "clkbuf_16",
  "grt_use_met1_pct": 36.63,
  "fp.dieH_um": 351.5,
  "edf_count": 0,
  "dr.pass1.iters": 5,
  "ys.flops": 188,
  "cp_slowest_stage_delay_ns": 0.55,
  "min_to": "rsp_d_pc[30]",
  "num_io_pins": 114,
  "fin_skew_ns": 0.01617,
  "critPathTopFamily": "adder cells",
  "die_w_um": 351.5,
  "io_buffers": 113,
  "drive_gt1_share_pct": 2.355,
  "drt_iter0_drc": 1337,
  "syn_avg_cell_area_um2": 9.198,
  "place_area_um2": 63870,
  "cts_tree": "built",
  "rsz0062_at_grt": "false",
  "via_per_inst": 5.063,
  "grt_pass1_vias": 43470,
  "critPathArrivalTime_ns": 18.23,
  "cts_buffer_depth": 2,
  "ys_async_sr_fraction_pct": 0,
  "cts_buffers": 17,
  "antenna_found_initial": 7,
  "r2r_start": "rsp_alpha_pc[29]",
  "hold_depth": 3,
  "period_used_pct": 62.97,
  "grtUsageTotal_pct": 24.53,
  "insertion_delay_ns": 0.54,
  "timing.critical_path.mode_cell": "fa_1",
  "yosysWarnings": 1,
  "cp-start-kind": "input port",
  "ys_types": 89,
  "top_usage_layer": "met2",
  "ys_cells": 6640,
  "grt_pass1_wl_mm": 224.1,
  "syn_area_um2": 61070,
  "synth-main-ff-cell": "dfxtp_1",
  "totalWireLength_mm": 131.7,
  "vias": 41700,
  "worst-r2r-cell-count": 22,
  "grtUsageMet3_pct": 7.532,
  "diodes": 0,
  "ff2ff_setup_slack_ns": 20.97,
  "postLayoutCellArea_um2": 64480,
  "grt_use_met2_pct": 37.63,
  "slew_headroom_pct": 34.60,
  "synthToLayoutAreaGrowth_pct": 5.577,
  "fillerInstances": 11110,
  "yosys-stat-area_um2": 61070
}
[cells in the final DEF, fill, tap and decap left out, types with 91 or more instances in the layout]
cell type        instances
inv_1                 1633
a21oi_1                187
a21o_1                 105
and2_1                 451
dfxtp_1                188
nand2_1                624
nand2b_1                91
fa_1                  1308
xnor2_1                179
ha_1                   750
clkdlybuf4s50_1        111
nor2_1                 231
[final cells by class]
class | instances | area, um2 | share of cell area (%)
inverters | 1634 | 6136 | 9.516
repair buffers | 192 | 1720 | 2.668
clock inverters | 13 | 153.9 | 0.2387
clock buffers | 19 | 452.9 | 0.7025
well taps | 1612 | 2017 | 3.128
multi-input cells | 4577 | 50230 | 77.91
flip-flops and latches | 188 | 3764 | 5.837
[cells in the mapped netlist, types with 11 or more instances]
cell type | count | share of area (%)
inv_1 | 1633 | 10
fa_1 | 1308 | 43
ha_1 | 750 | 15
nand2_1 | 624 | 3.8
and2_1 | 451 | 4.6
nor2_1 | 231 | 1.4
clkbuf_1 | 226 | 1.4
dfxtp_1 | 188 | 6.2
a21oi_1 | 187 | 1.5
xnor2_1 | 179 | 2.6
a21o_1 | 105 | 1.3
nand2b_1 | 91 | 0.93
xor2_1 | 89 | 1.3
o21ai_0 | 86 | 0.70
nor2b_1 | 35 | 0.36
nand3_1 | 34 | 0.28
nor3_1 | 31 | 0.25
o21a_1 | 29 | 0.36
and3_1 | 25 | 0.26
a211oi_1 | 24 | 0.30
o21bai_1 | 24 | 0.30
or3_1 | 23 | 0.24
o211ai_1 | 20 | 0.25
nand4_1 | 17 | 0.17
a211o_1 | 15 | 0.22
a31oi_1 | 13 | 0.13
o31ai_1 | 13 | 0.16
nor4_1 | 12 | 0.12
or2_2 | 12 | 0.12
nor3b_1 | 11 | 0.14
[stage by stage]
step	hold slack [ns]	util, %
6_report	0.6170	53.53
5_1_grt	0.6832	53.53
4_1_cts	0.6261	53.53
3_5_place_dp	0.6148	53.03
3_3_place_gp	0.6087	53.03
2_1_floorplan	0.5763	-
[worst register-to-register path, cell delays in order (launching register included)]
cell and delay, ns:
dfxtp_1 0.86, buf_4 0.36, nand2_1 0.12, fa_1 0.56
inv_1 0.06, fa_1 0.53, inv_1 0.05, fa_1 0.47
fa_1 0.48, fa_1 0.51, inv_1 0.05, fa_1 0.43
ha_1 0.34, a21oi_1 0.19, nand2_1 0.08, a21o_1 0.21
or3_1 0.31, a211oi_1 0.46, o311ai_1 0.24, a2111oi_0 0.47
a21oi_1 0.10, xnor2_1 0.17, nor2_1 0.05
[state kept, by name, summed over array words and instances (netlist names)]
signal,flops
rsp_q_pc,16
rsp_beta_cos,31
rsp_alpha_sin,31
rsp_alpha_pc,16
rsp_beta_pc,16
rsp_alpha_cos,31
rsp_d_pc,16
rsp_beta_sin,31
[logic make-up (layout without fill, tap and decap cells)]
family	count (synthesis)	after routing	share of synthesized area [%]
AOI/OAI and AO/OA	613	613	6.761
xor gates and xnor gates	270	270	3.907
adders and majority gates	2058	2058	58.24
buffers and inverters	1875	1858	11.58
DFF	188	188	6.163
muxes	16	16	0.2745
and+or+nand+nor	1620	1620	13.07
[worst max-delay path by stage]
stage,slack [ns],end,from
4_1_cts,10.49,rsp_alpha_pc[30],isp_c[2]
5_1_grt,9.59,rsp_alpha_pc[30],isp_c[2]
6_report,10.44,rsp_alpha_pc[30],isp_c[2]
[metal layers]
metal  up-vias  share of wire (%)
met5         -              0.061
met4        14                2.7
met3       138                7.1
met2      1070                 47
met1     20580                 43
li1      19890                  -
