## flow/design.v

```verilog
module uart_rx # (
  parameter p_preescaler = 8,  
  parameter p_data_buffer = 16  
)(
  input clk, 
  input rst,  
  input i_rx,  
  output reg [8*p_data_buffer-1:0] orp_data,  
  output reg or_dv  
);
localparam lpw_preescaler_counter = $clog2(p_preescaler);
localparam lp_max_data_bit = (p_data_buffer*8) - 1;
reg [lpw_preescaler_counter-1:0] rp_preescaler_counter;
reg r_uart_tick;
always@(posedge clk) begin
  if(rst) begin
    rp_preescaler_counter <= 0;
    r_uart_tick <= 1'b0;
  end
  else begin
    if(rp_preescaler_counter < (p_preescaler-1)) begin
      rp_preescaler_counter <= rp_preescaler_counter + 1;
      r_uart_tick <= 1'b0;
    end
    else begin
      rp_preescaler_counter <= 0;
      r_uart_tick <= 1'b1;
    end
  end
end
localparam st_idle = 3'd0;
localparam st_start = 3'd1;
localparam st_receive = 3'd2;
localparam st_stop = 3'd3;
localparam st_next_byte = 3'd4;
localparam st_end = 3'd5;
reg [2:0] r3_state;  
reg [8*p_data_buffer-1:0] rp_data;  
reg [7:0] r8_byte_rcv;  
reg [15:0] r16_data_index;  
reg [2:0] r3_nBit;  
always@(posedge clk) begin
  if(rst) begin
    r3_state <= st_idle;
    r3_nBit <= 3'd0;
    or_dv <= 1'b0;
  end
  else begin
    case(r3_state)
      st_idle: begin  
        if(i_rx == 1'b0) r3_state <= st_start;
        else r3_state <= st_idle;
        r16_data_index <= lp_max_data_bit;
        r3_nBit <= 0;
        or_dv <= 1'b0;
      end
      st_start: begin 
        if(r_uart_tick) r3_state <= st_receive;
        else r3_state <= st_start;
      end
      st_receive: begin
        if(r_uart_tick && r3_nBit == 7) r3_state <= st_stop;
        else r3_state <= st_receive;
        r8_byte_rcv[r3_nBit] <= i_rx;
        r3_nBit <= (r_uart_tick) ? r3_nBit + 1 : r3_nBit;  
      end
      st_stop: begin
        if(r_uart_tick && r16_data_index == 7) r3_state <= st_end;
        else if (r_uart_tick && r16_data_index > 7) r3_state <= st_next_byte;
        else r3_state <= st_stop;
        r16_data_index <= (r_uart_tick) ? r16_data_index - 8 : r16_data_index;  
        rp_data[r16_data_index -: 8] <= r8_byte_rcv;
      end
      st_next_byte: begin
        if(i_rx == 1'b0) r3_state <= st_start;
        else r3_state <= st_next_byte;
      end
      st_end: begin
        orp_data <= rp_data;
        or_dv <= 1'b1;
        r3_state <= st_idle;
      end
    endcase
  end
end
endmodule
```

## flow/run.sh

```bash
#!/bin/bash
# OpenROAD 26Q1-2900-gdf79404cd8, Yosys 0.63+post, stock flow scripts
make -C /OpenROAD-flow-scripts/flow DESIGN_CONFIG=/design/flow/config.mk WORK_HOME=/design/flow/orfs finish
```

## flow/constraint.sdc

```tcl
current_design uart_rx

set clk_period 12.8
set clk_io_pct 0.2

create_clock -name clk0 -period $clk_period [get_ports {clk}]

set non_clock_inputs [all_inputs -no_clocks]
set_input_delay [expr $clk_period * $clk_io_pct] -clock clk0 $non_clock_inputs
set_output_delay [expr $clk_period * $clk_io_pct] -clock clk0 [all_outputs]
```

## flow/config.mk

```make
export PLATFORM = sky130hd
export DESIGN_NAME = uart_rx
export DESIGN_NICKNAME = uart_rx
export VERILOG_FILES = /design/flow/design.v
export SDC_FILE = /design/flow/constraint.sdc
export NUM_CORES = 4
export LEC_CHECK = 1
export CORE_UTILIZATION = 50
```

==> out/qor.yml <==
hold_viol: 0
tns_ns: 0
switching_power_w: 0.000338
yosys_cells: 621
coreArea_sq_um: 22000
area_growth_pct: 22.8
p_comb_share_pct: 0.6
switching_share_pct: 18.5
worst_setup_path_start_kind: "input pin"
overflow: 0
crit_chain: "clkdlybuf4s50_1 > nor2b_4 > buf_4"
setup_viol: 0
drive_gt1_share_pct: 24.1
vias: 5850
crit_arrival_ns: 4.84
clock_sinks: 291
top_area_share_pct: 73.7
required_ns: 12.96
ant_nets: 0
cts-resized-gates: 0
diodes: 0
slowest_delay_ns: 0.74
edf_count: 277
min_period_over_period_pct: 36.6
synth-main-ff-cell: "edfxtp_1"
die_area_sq_um: 23200
hold_buffers: 0
post_cts_buffers: 0
criticalPathCategory: "input pin to flip-flop"
wl_per_cell_um: 19.6
path_buffers: 2
peakVddDrop_v: 0.0000910
cellPowerDensity_nw_per_um2: 132
rsz0062_at_grt: "no"
status: "completed"
cpMaxStageDelayCell: "nor2b_4"
wirelength_um: 21100
netlist_area_sq_um: 11300
fmax_ghz: 0.214
hpwlAfterDp_um: 13500
top_area_cell: "edfxtp_1"
ctsLongestPathBuffers: 3
cp-startpoint: "rst"
dieWidth_um: 152
slew_headroom_pct: 40.4
warning_count: 29
max_cap_violations: 0
ys_ff: 291
topCellsByArea: "edfxtp_1 74%, mux2_2 12%, dfxtp_1 2.5%"
synth_cell_types: 47
finalPower_w: 0.00183
p_clk_share_pct: 43.1
die_h_um: 152
grt_start_max_net_pins: 62
fin_crit_ns: 4.68
synthArstFlopShare_pct: 0
lay_top_count: "edfxtp_1"
initCoreUtil_pct: 51.4
portBuffers: 131
drt_iter0_markers: 277
track_usage_pct: 20.8
ys_seq_share_pct: 76.2
end_kind: "flip-flop"
hold_start: "rp_data[97]"
first_pass_iters: 16
tightest_slew_ns: 0.886
reg2reg_from: "r16_data_index[3]"
p_int_w: 0.00150
root_buffer: "clkbuf_16"
clock_latency_ns: 0.54
cts_tree: "built"
ys.warnings.count: 1
antenna_found_initial: 0
ys_chip_area_sq_um: 11300
io_pins: 132
leakage_nw: 4.60
rows: 54
hold_path.class: "flip-flop to flip-flop"
grt_pass1_vias: 5930
crit_fanout: 61
drv_slew: 0
layout_top_cells: "277 x edfxtp_1, 131 x clkdlybuf4s50_1, 122 x mux2_2"
grt_pass1_wl_um: 33500
cts.reportedPaths.clkPinSlew_ns: 0.06
netlist_instances: 621
cpLargestDelayFamily: "buffers and inverters"
fin_skew_ns: 0.0133
drc_errors: 0
gp_congestion: 0.827
h-tree-depth: 1
power_frac_seq_pct: 56.3
cts_buffers: 30
syn_area_per_cell_sq_um: 18.2
avgViaCountPerCell: 5.43
power groups by stage:
stage         combinational (W)  sequential, W  clock (W)
finish                0.0000101        0.00103   0.000791
CTS                   0.0000102        0.00103   0.000812
global route          0.0000115        0.00103   0.000855
worst reg2reg max path, cell delays in order, from the launching register on:
cell and delay (ns):
edfxtp_1 0.54, inv_1 0.17, ha_1 0.43, nor3b_1 0.66, o21ai_0 0.21, a32oi_1 0.42, or2_0 0.46, or3_1 0.55
mux2_4 0.36
path summary, 6_finish.rpt:
path	end	depth (start not counted)	slack, ns
worst max register to register	rp_data[58]	8	8.76
worst min register to register	orp_data[97]	0	0.44
worst max-delay path	orp_data[119]	3	8.12
worst min-delay path	orp_data[97]	0	0.44
metal layers:
metal	vias to the layer above	GRT usage (%)	routed length (um)
li1	2721	-	-
met1	2915	36.9	9350
met2	177	29.4	9720
met3	37	6.35	1450
met4	0	4.42	566
met5	-	0	0
logic make-up (layout without fill, tap and decap cells):
family	count (synthesis)	after routing	synth area share (%)
compound gates	31	31	1.83
buf+inv	28	204	1.04
mux	135	135	13.7
fa+ha+maj	8	8	0.887
simple gates	120	120	5.74
xor+xnor	8	8	0.621
flops	291	291	76.2
cell usage after synthesis (all sizes together), types with 2 or more instances:
| master | instances |
|---|---|
| clkbuf | 16 |
| nor3b | 3 |
| mux2i | 4 |
| o21ai | 10 |
| nand4 | 2 |
| nand3b | 3 |
| xor2 | 4 |
| or3 | 2 |
| nor2 | 24 |
| a32oi | 4 |
| mux2 | 131 |
| a21oi | 5 |
| nor4 | 4 |
| nand2b | 4 |
| nor2b | 7 |
| xnor2 | 4 |
| a21boi | 3 |
| ha | 8 |
| buf | 5 |
| nand3 | 11 |
| a22o | 2 |
| nand2 | 32 |
| dfxtp | 14 |
| or2 | 3 |
| and2 | 6 |
| nand4b | 3 |
| inv | 7 |
| edfxtp | 277 |
| nor3 | 12 |
sequential cells by signal, indices dropped and copies added, names as in the netlist:
register / flops
r8_byte_rcv: 8
r16_data_index: 13
r3_state: 6
r_uart_tick: 1
rp_data: 128
orp_data: 128
rp_preescaler_counter: 3
or_dv: 1
r3_nBit: 3
cell type report:
type	count	area (sq um)
clock buffer	42	817
clock inverter	12	83.8
fill	1491	8100
inverter	7	26.3
multi-input combinational	302	2580
sequential	291	8600
tap	280	350
timing repair buffer	143	1400
through the flow:
stage	setup slack (ns)	cell area, sq um	instances	hold slack (ns)	utilization [%]
global placement	7.61	13000	1023	0.428	59.0
CTS	8.11	13900	1077	0.444	63.1
global route	7.98	13900	1077	0.448	63.1
finish	8.12	13900	1077	0.441	63.1
detailed placement	7.54	13000	1023	0.430	59.0
floorplan	3.87	11300	621	0.420	-
Power figures rest on the tool's default switching activity, not on a simulated workload.
